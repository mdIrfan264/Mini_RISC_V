<file path="/design/flow/run.sh">
#!/bin/bash
# OpenROAD 26Q1-2900-gdf79404cd8, Yosys 0.63+post, stock flow scripts
make -C /OpenROAD-flow-scripts/flow DESIGN_CONFIG=/design/flow/config.mk WORK_HOME=/design/flow/orfs finish
</file>
<file path="/design/flow/config.mk">
export PLATFORM = sky130hd
export DESIGN_NAME = riscv_cpu
export DESIGN_NICKNAME = riscv_cpu
export VERILOG_FILES = /design/flow/design.v
export SDC_FILE = /design/flow/constraint.sdc
export NUM_CORES = 4
export LEC_CHECK = 1
export CORE_UTILIZATION = 30
export SYNTH_HDL_FRONTEND = slang
export SYNTH_MEMORY_MAX_BITS = 65536
</file>
<file path="/design/flow/constraint.sdc">
current_design riscv_cpu

set clk_period 4.0
set clk_io_pct 0.2

create_clock -name clk0 -period $clk_period [get_ports {clk}]

set non_clock_inputs [all_inputs -no_clocks]
set_input_delay [expr $clk_period * $clk_io_pct] -clock clk0 $non_clock_inputs
set_output_delay [expr $clk_period * $clk_io_pct] -clock clk0 [all_outputs]
</file>
<file path="/design/flow/design.v">
module alu (
    input [31:0] A, B,
    input [3:0] ALUCtrl,
    output reg [31:0] Result,
    output Zero
);
    always @(*) begin
        case (ALUCtrl)
            4'b0010: Result = A + B;
            4'b0110: Result = A - B;
            4'b0000: Result = A & B;
            4'b0001: Result = A | B;
            default: Result = 0;
        endcase
    end
    assign Zero = (Result == 0);
endmodule
module alu_control (
    input [1:0] ALUOp,
    input [2:0] funct3,
    input funct730,
    output reg [3:0] ALUCtrl
);
    always @(*) begin
        case (ALUOp)
            2'b00: ALUCtrl = 4'b0010;  
            2'b01: ALUCtrl = 4'b0110;  
            2'b10: begin
                case (funct3)
                    3'b000: ALUCtrl = funct730 ? 4'b0110 : 4'b0010;
                    3'b111: ALUCtrl = 4'b0000;  
                    3'b110: ALUCtrl = 4'b0001;  
                    default: ALUCtrl = 4'b0010;
                endcase
            end
            default: ALUCtrl = 4'b0010;
        endcase
    end
endmodule
module control_unit (
    input [6:0]instruction,
    output reg RegWrite,
    output reg MemRead,
    output reg MemWrite,
    output reg MemToReg,
    output reg ALUSrc,
    output reg Branch,
    output reg [1:0] ALUOp
);
    always @(*) begin
        case (instruction)
            7'b0110011: begin  
                RegWrite=1; MemRead=0; MemWrite=0;
                MemToReg=0; ALUSrc=0; Branch=0;
                ALUOp=2'b10;
            end
            7'b0000011: begin  
                RegWrite=1; MemRead=1; MemWrite=0;
                MemToReg=1; ALUSrc=1; Branch=0;
                ALUOp=2'b00;
            end
            7'b0100011: begin  
                RegWrite=0; MemRead=0; MemWrite=1;
                MemToReg=0; ALUSrc=1; Branch=0;
                ALUOp=2'b00;
            end
            7'b1100011: begin  
                RegWrite=0; MemRead=0; MemWrite=0;
                MemToReg=0; ALUSrc=0; Branch=1;
                ALUOp=2'b01;
            end
            default: begin
                RegWrite=0; MemRead=0; MemWrite=0;
                MemToReg=0; ALUSrc=0; Branch=0;
                ALUOp=2'b00;
            end
        endcase
    end
endmodule
module data_memory (
    input clk,
    input MemRead,
    input MemWrite,
    input [31:0] addr,
    input [31:0] write_data,
    output reg [31:0] read_data
);
    reg [31:0] mem [0:255];
    always @(posedge clk) begin
        if (MemWrite)
            mem[addr[31:2]] <= write_data;
    end
    always @(*) begin
        if (MemRead)
            read_data = mem[addr[31:2]];
        else
            read_data = 0;
    end
endmodule
module immediate_generator(
    input [31:0] instruction,
    output reg [31:0] imm
);
    always @(*) begin
        case (instruction[6:0])
            7'b0000011:  
                imm = {{20{instruction[31]}}, instruction[31:20]};
            7'b0100011:  
                imm = {{20{instruction[31]}}, instruction[31:25], instruction[11:7]};
            7'b1100011:  
                imm = {{19{instruction[31]}}, instruction[31], instruction[7],
                       instruction[30:25], instruction[11:8], 1'b0};
            default:
                imm = 32'b0;
        endcase
    end
endmodule
module instruction_memory (
    input [31:0] pc,
    output [31:0] instruction
);
    reg [31:0] mem [0:255];    
    wire [31:0] addr = pc;
    integer i;
    initial begin
    $readmemh("program.hex", mem);
end
    assign instruction = mem[addr[31:2]];  
endmodule
module pc (
    input clk,
    input reset,
    input [31:0] pc_next,
    output reg [31:0] pc
);
    always @(posedge clk or posedge reset) begin
        if (reset)
            pc <= 32'b0;
        else
            pc <= pc_next;
    end
endmodule
module register_file (
    input clk,
    input RegWrite,
    input [4:0] rs1, rs2, rd,
    input [31:0] write_data,
    output [31:0] read_data1,
    output [31:0] read_data2
);
    reg [31:0] regs [0:31];
    assign read_data1 = (rs1 == 0) ? 0 : regs[rs1];
    assign read_data2 = (rs2 == 0) ? 0 : regs[rs2];
    always @(posedge clk) begin
        if (RegWrite && rd != 0)
            regs[rd] <= write_data;
    end
endmodule
module riscv_cpu (
    input clk,
    input reset,
    output [31:0] pc_out
);
    wire [31:0] pc, pc_next, instruction;
    wire [31:0] imm, reg_data1, reg_data2;
    wire [31:0] alu_src_b, alu_result, mem_data;
    wire Zero;
    wire RegWrite, MemRead, MemWrite, MemToReg, ALUSrc, Branch;
    wire [1:0] ALUOp;
    wire [3:0] ALUCtrl;
    pc PC(clk, reset, pc_next, pc);
    instruction_memory IM(pc, instruction);
    control_unit CU(instruction[6:0], RegWrite, MemRead,
                    MemWrite, MemToReg, ALUSrc, Branch, ALUOp);
    wire[4:0] rs1,rs2,rd;
    assign rs1 = instruction[19:15];
    assign rs2 = instruction[24:20];
    assign rd = instruction[11:7];
    register_file RF(clk, RegWrite,
        rs1, rs2, rd,
        MemToReg ? mem_data : alu_result,
        reg_data1, reg_data2);
    immediate_generator IG(instruction, imm);
    wire [2:0]funct3;
    wire funct730 = instruction [30];
    assign  funct3 = instruction [14:12];
    alu_control AC(ALUOp, funct3, funct730, ALUCtrl);
    assign alu_src_b = ALUSrc ? imm : reg_data2;
    wire [31:0]A,B,Result;
    assign A = reg_data1;
    assign B = alu_src_b;
    assign Result = alu_result;
    alu ALU(A, B, ALUCtrl, Result, Zero);
    wire [31:0]addr,write_data,read_data;
    assign addr = alu_result;
    assign write_data = reg_data2;
    assign read_data = mem_data;
    data_memory DM(clk, MemRead, MemWrite,
                   addr, write_data, read_data);
    assign pc_next = (Branch && Zero) ? pc + imm : pc + 4;
    assign pc_out = pc;
endmodule
</file>
==> impl_metrics.py <==
# Flow results
metrics = {
    "pwr": {
        "power_density_nw_per_um2": 309,
        "p_leak_nw": 0.825,
        "ir_worst_vdd_uv": 180,
        "p_total_w": 0.000558,
    },
    "timing": {
        "rsz0062_at_grt": "false",
        "fin_hold_ws_ns": 0.486,
        "max_slew_margin_pct": 55.9,
        "timing.setup.tns_ns": 0,
        "tightest_slew_ns": 0.656,
        "fin_skew_ns": 0.00513,
        "drv_slew": 0,
        "finalClockPeriodUsage_pct": 50.8,
        "setup_slack_ns": 1.97,
        "fmax_ghz": 0.492,
        "finalSetupViolCount": 0,
        "hold_viol_final": 0,
        "finalCriticalPeriod_ns": 2.03,
    },
    "die": {
        "std_cell_rows": 24,
        "dieHeight_um": 69.1,
        "die_width_um": 69.1,
        "core_area_um2": 4320,
        "io_pins": 34,
        "chipArea_um2": 4770,
        "fp_util_pct": 31.2,
    },
    "detailed_routing": {
        "routed_via_density": 4.71,
        "drc": 0,
        "drt-initial-drc-count": 22,
        "final_antenna_net_count": 0,
        "wl_per_cell_um": 12.2,
        "routed_wl_mm": 2.54,
        "antenna_cells": 0,
        "vias": 980,
        "drtPass1Iterations": 4,
    },
    "cells_and_area": {
        "largest_register": "PC.pc",
        "drive_gt1_share_pct": 8.33,
        "final_cells": 208,
        "area_growth_pct": 34.0,
        "top_regs": "PC.pc (30)",
        "largest_register_ffs": 30,
    },
    "synth": {
        "xor_area_share_pct": 18.2,
        "edf_count": 0,
        "netlist.area_leader.share_pct": 55.7,
        "syn_inst": 118,
        "logic_family": "simple AND/OR/NAND/NOR gates",
        "ys.flops": 30,
        "ys_seq_share_pct": 55.7,
        "ys_sh_simple_pct": 21.5,
        "synth.distinct_cells": 20,
        "top_area_cell": "dfrtp_1",
        "ys.flop_type": "dfrtp_1",
        "netlist_area_um2": 1350,
        "async_reset_ff_share_pct": 100,
        "syn_avg_cell_area_um2": 11.4,
        "mux_area_share_pct": 0,
        "ys_warn_count": 0,
        "yosys_cells": 118,
        "synth_adder_area_share_pct": 0.928,
        "top_cells_by_area": "dfrtp_1 56%, xor2_1 11%, xnor2_1 7.1%",
        "synth-compound-area-share_pct": 0,
        "synth.yosys.chip_area_um2": 1350,
    },
    "placed_design": {
        "place_hpwl_mm": 1.80,
        "place_congestion": 0.778,
        "pre_cts_ws_ns": 2.03,
        "portBuffers": 31,
        "place_inst": 200,
    },
    "clock_tree": {
        "clk_latency_ns": 0.28,
        "post-cts-setup-buffers": 0,
        "cts_resized": 0,
        "cts_hold_buf": 0,
        "cts_buffers": 5,
        "clk_pin_slew_ns": 0.06,
        "clock_path_buffers": 2,
        "h-tree-depth": 2,
        "tritoncts": "built",
        "cts-root-buf": "clkbuf_8",
        "cts_sinks": 30,
    },
    "grt": {
        "antenna_found_initial": 0,
        "grt_pass1_vias": 941,
        "grt_pass1_wl_mm": 4.49,
        "grt_start_max_net_pins": 31,
        "grt.total_usage_pct": 11.5,
        "gr-total-overflow": 0,
    },
    "worst_setup_path": {
        "slowest_stage": "clkdlybuf4s50_1",
        "cpPeakStageDelay_ns": 0.52,
        "cp_max_fo": 6,
        "cp-end-kind": "primary output",
        "r2r_start": "PC.pc[6]",
        "crit_buf_inv": 1,
        "crit_path_start": "PC.pc[6]",
        "crit_chain": "clkdlybuf4s50_1",
        "cp-start-kind": "register",
        "arrival_ns": 1.23,
        "crit_type": "register to primary output",
        "path_delay_family": "buffers and inverters",
        "worst-r2r-setup-slack_ns": 2.02,
        "cp_data_required_time_ns": 3.20,
    },
    "flow_run": {
        "drv_cap": 0,
        "warnings": 25,
    },
    "worst_hold_path": {
        "min-delay-start": "PC.pc[31]",
        "hold_path.class": "register to register",
    },
    "status": {
        "outcome": "complete, no violations",
    },
}
layout by cell type, fill, tap and decap left out, types with 2 or more instances in the layout:
cell type	netlist	layout
clkbuf_8	0	6
xnor2_1	11	11
nor4_1	3	3
and3_1	3	3
nor4_2	4	4
nand3_1	10	10
dfrtp_1	30	30
clkdlybuf4s50_1	0	31
nor3_1	6	6
nor2_1	5	5
nand2_1	7	7
xor2_1	17	17
and4_1	2	2
conb_1	1	2
or4_1	2	2
nand4_1	4	4
inv_1	7	7
logic make-up (layout without fill, tap and decap cells):
family        after synthesis  in the layout
xor+xnor                   28             28
simple gates               48             48
fa+ha+maj                   1              1
other cells                 1              2
flops                      30             30
buf+inv                    10             47
cell usage after synthesis (all sizes together), types with 3 or more instances:
library cell and instances:
buf 3, and3 3, xor2 17, nand4 5
nand2 7, nand3 10, dfrtp 30, nor4 7
nor3 6, inv 7, xnor2 11, nor2 5
stage by stage:
step / cell area [µm²] / util [%]
2_1_floorplan: 1350 / -
3_3_place_gp: 1720 / 39.7
3_5_place_dp: 1720 / 39.7
4_1_cts: 1810 / 41.8
5_1_grt: 1810 / 41.8
6_report: 1810 / 41.8
metal layers:
layer	part of all wire (%)	vias to the layer above	track usage, %
met5	0	-	0
met4	1.3	0	2.04
met3	6.1	5	3.41
met2	44	26	16.5
met1	49	472	18.0
li1	-	477	-
final cells by class:
type / count / area [µm²]
multi-input cells: 79 / 556
clock inverters: 1 / 5.00
repair buffers: 32 / 318
clock buffers: 7 / 86.3
flip-flops and latches: 30 / 751
well taps: 52 / 65.1
fillers: 405 / 2520
inverters: 7 / 26.3
worst paths after layout:
path | to | cells past startpoint
min | PC.pc[31] | 1
min in group asynchronous | PC.pc[13] | 3
max in group asynchronous | PC.pc[26] | 3
max | pc_out[6] | 1
min reg2reg | PC.pc[31] | 1
max reg2reg | PC.pc[27] | 4
report_power, final:
| group | internal [W] | switching [W] |
|---|---|---|
| clock | 0.000138 | 0.000108 |
| sequential | 0.000303 | 0 |
| combinational | 0.00000157 | 0.00000584 |
Power figures rest on the tool's default switching activity, not on a simulated workload.
